--- design/flow/design.v ---
`timescale 1ns / 1ps
module decoder(
    input [31:0] inst,
    input clk,
    input zero,
    input signal,
    output IM_R,
    output M3_0,
    output M3_1,
    output M4_0,
    output [5:0]ALUC,   
    output [4:0]shamt,
    output M2,
    output M2_1,
    output M5,
    output M6,
    output M6_1,
    output M7,
    output [2:0] M8,
    output RF_W,
    output M1,
    output DM_CS,
    output DM_R,
    output DM_W,
    output sign_ext      
);
    wire [5:0] func=inst[5:0];  
    wire [5:0] op=inst[31:26];
    wire jal;
    wire no_nop = |inst;
    wire r_type=~|op;
    wire addiu,add,lw,sw,beq,j_i,lui,slti,ori,xori,andi,and_basic,or_basic,xor_basic;
    wire nor_basic,sub,subu,sll,srl,sra,movn,movz,sllv,srlv;
    assign add=r_type &func[5]&~func[4]&~func[3]&~func[2]&~func[1]&~func[0];   
    assign addi = ~op[5]&~op[4]&op[3]&~op[2]&~op[1]&~op[0];     
    assign addiu= ~op[5]&~op[4]&op[3]&~op[2]&~op[1]&op[0];     
    assign lui=~op[5]&~op[4]&op[3]&op[2]&op[1]&op[0];  
    assign lw=op[5]&~op[4]&~op[3]&~op[2]&op[1]&op[0];
    assign lb=op[5]&~op[4]&~op[3]&~op[2]&~op[1]&~op[0];
    assign lh=op[5]&~op[4]&~op[3]&~op[2]&~op[1]&op[0];
    assign lbu=op[5]&~op[4]&~op[3]&op[2]&~op[1]&~op[0];
    assign lhu=op[5]&~op[4]&~op[3]&op[2]&~op[1]&op[0];
    assign sw=op[5]&~op[4]&op[3]&~op[2]&op[1]&op[0];
    assign sb=op[5]&~op[4]&op[3]&~op[2]&~op[1]&~op[0];
    assign sh=op[5]&~op[4]&op[3]&~op[2]&~op[1]&op[0];
    assign beq=~op[5]&~op[4]&~op[3]&op[2]&~op[1]&~op[0];
    assign bne=~op[5]&~op[4]&~op[3]&op[2]&~op[1]&op[0];
    assign slt = r_type &func[5]&~func[4]&func[3]&~func[2]&func[1]&~func[0];
    assign sltu = r_type &func[5]&~func[4]&func[3]&~func[2]&func[1]&func[0];
    assign slti = ~op[5]&~op[4]&op[3]&~op[2]&op[1]&~op[0]; 
    assign sltiu = ~op[5]&~op[4]&op[3]&~op[2]&op[1]&op[0]; 
    assign ori = ~op[5]&~op[4]&op[3]&op[2]&~op[1]&op[0]; 
    assign xori = ~op[5]&~op[4]&op[3]&op[2]&op[1]&~op[0];
    assign andi = ~op[5]&~op[4]&op[3]&op[2]&~op[1]&~op[0]; 
    assign and_basic = r_type &func[5]&~func[4]&~func[3]&func[2]&~func[1]&~func[0];          
    assign or_basic = r_type &func[5]&~func[4]&~func[3]&func[2]&~func[1]&func[0];          
    assign xor_basic = r_type &func[5]&~func[4]&~func[3]&func[2]&func[1]&~func[0];           
    assign nor_basic = r_type &func[5]&~func[4]&~func[3]&func[2]&func[1]&func[0];
    assign subu=r_type &func[5]&~func[4]&~func[3]&~func[2]&func[1]&func[0];
    assign sub =r_type &func[5]&~func[4]&~func[3]&~func[2]&func[1]&~func[0];
    assign sll = r_type &~func[5]&~func[4]&~func[3]&~func[2]&~func[1]&~func[0] & no_nop;
    assign srl = r_type &~func[5]&~func[4]&~func[3]&~func[2]&func[1]&~func[0] ;   
    assign sra = r_type &~func[5]&~func[4]&~func[3]&~func[2]&func[1]&func[0] ;   
    assign movn = r_type &~func[5]&~func[4]&func[3]&~func[2]&func[1]&func[0];
    assign movz = r_type &~func[5]&~func[4]&func[3]&~func[2]&func[1]&~func[0];
    assign sllv = r_type &~func[5]&~func[4]&~func[3]&func[2]&~func[1]&~func[0] ;   
    assign srlv = r_type &~func[5]&~func[4]&~func[3]&func[2]&func[1]&~func[0] ;   
    assign srav = r_type &~func[5]&~func[4]&~func[3]&func[2]&func[1]&func[0] ; 
    assign j_i= ~op[5]&~op[4]&~op[3]&~op[2]&op[1]&~op[0]; 
    assign jr = r_type &~func[5]&~func[4]&func[3]&~func[2]&~func[1]&~func[0] ; 
    assign jal = ~op[5]&~op[4]&~op[3]&~op[2]&op[1]&op[0];
    assign jalr = r_type &~func[5]&~func[4]&func[3]&~func[2]&~func[1]&func[0] ; 
    assign shamt = inst[10:6];
    assign IM_R=1;
    assign RF_W=addiu|lw|lui|add|slti | ori | xori | andi | and_basic | or_basic | xor_basic | subu | nor_basic|sll|srl|sllv|srlv|movn|movz|sra|addi|sub|slt|sltu|sltiu|bne|jal|jalr;    
    assign DM_CS=lw|sw;
    assign DM_R=lw;
    assign DM_W=sw;
    assign ALUC[5] = 1'b0;
    assign ALUC[4] = jal|jalr;
    assign ALUC[3] = sll|srl| movn |movz| sra |srav;
    assign ALUC[2] = ori | xori  | xor_basic| or_basic | nor_basic |movn | movz|sub|srav|slt|slti;         
    assign ALUC[1] = add | xori  | xor_basic| andi | and_basic |movz |sra|sub|srav| addi|slt|slti;        
    assign ALUC[0] = beq | slti | andi | and_basic | subu | nor_basic |srl|sub|srav|slt |sltu|sltiu|bne;
    assign M1=addiu|add|lw|sw|beq|lui|slti|ori|andi|xori|and_basic|or_basic|xor_basic|subu|nor_basic|sll|srl|movn|movz|sra|addi|sub|sllv|srlv|srav|slt|sltu|sltiu|jr|jalr;
    assign M3_0=lui| slti |slt|sltu|sltiu;      
    assign M3_1=lw |lbu|lhu|lb|lh | slti |slt|sltu|sltiu;       
    assign M8[2] = lhu|lbu;  
    assign M8[1] = lh|lhu;
    assign M8[0] = lb|lbu;
    assign M4_0=lw|sw|addiu | slti | ori | xori | andi |addi|sltiu;   
    assign M2 = beq;
    assign M2_1 = bne;
    assign M6 = lui|addiu|lw | slti | ori | xori | andi | addi|sltiu;
    assign M6_1 = jal|jalr;
    assign M5 = signal;
    assign M7 = jr|jalr;
    assign sign_ext= lw | sw |slti | addi|sltiu;
endmodule
--- design/flow/run.sh ---
#!/bin/bash
# OpenROAD 26Q1-2900-gdf79404cd8, Yosys 0.63+post, stock flow scripts
make -C /OpenROAD-flow-scripts/flow DESIGN_CONFIG=/design/flow/config.mk WORK_HOME=/design/flow/orfs finish
--- design/flow/config.mk ---
export PLATFORM = sky130hd
export DESIGN_NAME = decoder
export DESIGN_NICKNAME = decoder
export VERILOG_FILES = /design/flow/design.v
export SDC_FILE = /design/flow/constraint.sdc
export NUM_CORES = 4
export LEC_CHECK = 1
export CORE_AREA = 10 10 87 87
export DIE_AREA = 0 0 97 97
--- design/flow/constraint.sdc ---
current_design decoder

set clk_period 5.4
set clk_io_pct 0.2

create_clock -name clk0 -period $clk_period

set non_clock_inputs [all_inputs -no_clocks]
set_input_delay [expr $clk_period * $clk_io_pct] -clock clk0 $non_clock_inputs
set_output_delay [expr $clk_period * $clk_io_pct] -clock clk0 [all_outputs]
==> deck_impl_summary.md <==
Implementation Results

Worst setup path
  – Critical path's top delay family: buffers and inverters
  – Data required, critical path: 4.32 ns
  – CP Launch Type: input port
  – Crit Path Max Fanout: 13
  – Start-to-end type of the worst setup path: input port to primary output
  – Arrival time reported for the critical path endpoint: approximately 3.7 ns
  – Combined buffer and inverter count along the critical path: 2
  – Maximum single-stage delay on the critical path: 0.65 ns
  – Setup crit end kind: primary output
  – Chain of cells forming the critical path: clkdlybuf4s50_1, or4_4, or2_1, a2111oi_2, clkdlybuf4s50_1
  – Most frequent CP cell: sky130_fd_sc_hd__clkdlybuf4s50_1
  – Standard cell with the maximum stage delay on the critical path: sky130_fd_sc_hd__or4_4

Logic synthesis
  – Most used standard cells in the synthesized netlist: sky130_fd_sc_hd__nor2_1, sky130_fd_sc_hd__nand2_1, sky130_fd_sc_hd__buf_4, sky130_fd_sc_hd__clkbuf_1
  – Chip area from the yosys synthesis statistics: between 700 and 800 µm²
  – Top-area cell share: 0.0895
  – Top cells by area: sky130_fd_sc_hd__nor2_1, sky130_fd_sc_hd__buf_4, sky130_fd_sc_hd__nand2_1
  – Ys cells: 134
  – Syn Inst Count: around 130
  – Synth top cell by count: sky130_fd_sc_hd__nor2_1
  – Synthesized cell area: approximately 800 µm²
  – Part of the Yosys area used for sequential elements: 0
  – Cell Type Count: 44
  – Synth area leader: sky130_fd_sc_hd__nor2_1
  – Count of warnings emitted by yosys: 14
  – Average cell area after synthesis: about 6 µm²

Pwr
  – Worst ir drop on vdd: roughly 0.013 mV
  – Leakage Power: approximately 0.47 nW
  – Combinational share of power: 1.000
  – Net switching power: 31.8 µW
  – Part of the power in registers: 0
  – Tot Pwr: between 70 and 80 µW
  – Clock share of power: 0
  – Internal power: 43.7 µW
  – Power per standard cell area: roughly 56 nW/µm²
  – Switching Fraction: 0.421

Floorplan
  – Die height: 97 µm
  – Fp util: 0.141
  – Std cell rows: 27
  – Floorplan die area: 9410 µm²
  – Core Footprint: 5640 µm²
  – Die width: 97 µm
  – Top-Level Pins: about 65

Route
  – Total wirelength of the detailed-routed design: 3420 µm
  – Average routed wire per standard cell: 13.9 µm
  – Met2 routed WL: 1740 µm
  – Highest metal layer with signal wires: met4
  – Iter 0 DRT Violations: around 91
  – Total length of routed met3 wires: roughly 180 µm
  – DR DRC count: 0
  – Vias post-DR: between 1k and 1.5k
  – Met1 wire length: around 1500 µm
  – Detailed-router iteration count before antenna repair: 4
  – Antenna fix cells: 0
  – Mean number of vias per cell: approximately 4.4
  – Post-DRT Antenna Nets: 0

Status
  – Status: finished, final reports clean

Placed design
  – Weighted congestion at the end of routability-driven global placement: around 0.84
  – Post-detailed-placement half-perimeter wirelength: about 2900 µm
  – Buffers on Ports: between 50 and 60

STA
  – Hold Vio Cnt, Final: 0
  – Number of max-slew violations in the final report: 0
  – Crit path time final: ~4.8 ns
  – Worst hold slack: approximately 2.2 ns
  – Total negative slack: 0 ns
  – Highest attainable clock frequency: approximately 210 MHz
  – Ratio of final minimum period to clock period: 0.880
  – Unrepaired setup endpoints after global routing: false
  – Setup-failing EPs final: 0

GRT
  – Antenna violations before repair: 0
  – Overall global routing resource usage: 0.0666
  – Number of global-route vias before repair: 1046
  – Maximum number of pins on one net before global-route repair: 18
  – Overall overflow remaining after global route: 0
  – First-pass GRT wire length: 5420 µm

Clock tree
  – Count of cells resized by post-cts repair: 0
  – Cts hold-fix bufs: 0
  – Post-CTS setup-driven buffer insertion count: 0

Job
  – Max-cap violations: 0
  – Tool Warnings: 34

Cells and area
  – Share of post-route cells with drive strength above 1: 0.0460
  – Clkbuf count: 0
  – Layout-stage area growth over the synthesis result: 70.3%
  – Sequential Area: 0 µm²
  – Sequential cell count: 0

Worst hold path
  – Worst Hold Class: input port to primary output
-- metrics by stage --
| step | utilization | std cells | setup WS, ns | cell area (µm²) |
|---|---|---|---|---|
| after floorplan | - | 134 | 1.81 | 797 |
| after global placement | 0.241 | 246 | 0.624 | 1360 |
| after detailed placement | 0.241 | 246 | 0.664 | 1360 |
| after CTS | 0.241 | 246 | 0.644 | 1360 |
| after global routing | 0.241 | 246 | 0.534 | 1360 |
| final | 0.241 | 246 | 0.646 | 1360 |
-- power groups by stage --
| stage | Combinational (mW) | Clock, mW | Sequential (mW) |
|---|---|---|---|
| final | 0.0755 | 0 | 0 |
| after global routing | 0.0833 | 0 | 0 |
| after CTS | 0.0766 | 0 | 0 |
-- logic make-up (layout without fill, tap and decap cells) --
kind of cell / count (synthesis) / count (layout) / share of synthesized area
buf+inv: 25 / 65 / 0.188
mux: 1 / 1 / 0.0126
other cells: 2 / 2 / 0.00942
compound gates: 31 / 31 / 0.275
simple gates: 75 / 75 / 0.515
-- metal layers --
layer | vias up | GRT usage
met5 | - | 0
met4 | 0 | 0.00789
met3 | 4 | 0.0115
met2 | 34 | 0.115
met1 | 484 | 0.0865
li1 | 571 | -
-- area by class of cell --
class / count / area [µm²]
repair buffers: 61 / 606
multi-input cells: 109 / 647
well taps: 72 / 90.1
fillers: 612 / 4280
inverters: 4 / 15.0
-- cell usage in the layout, fill, tap and decap left out, drive strengths merged, types with 2 or more instances in the layout --
master	Yosys	routed
o31a	2	2
a31oi	3	3
nor4	6	6
buf	13	2
nor3	8	8
nand3	5	5
or4	3	3
a21oi	5	5
nor2	19	19
clkdlybuf4s50	0	59
or4b	2	2
nor3b	2	2
nand2b	3	3
nand3b	2	2
nand4	3	3
o22ai	2	2
nand2	12	12
nor2b	4	4
o21ai	8	8
inv	4	4
o31ai	2	2
conb	2	2
-- worst paths after layout --
| kind | startpoint | to | cells past startpoint |
|---|---|---|---|
| setup / recovery | inst[29] | ALUC[3] | 5 |
| hold / removal | signal | M5 | 0 |
Power and IR drop assume default switching activity.
