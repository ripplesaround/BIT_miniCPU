--- design/flow/design.v ---
`timescale 1ns / 1ps
module alu(
    input [31:0] a,
    input [31:0] b,
    input [4:0] shamt,
    input [5:0] aluc,    
    input [31:0] current_pc,     
    output [31:0] r,
    output zero,  
    output signal , 
    output not_move,  
    output overflow  
    );
    reg [31:0] r_1;
    reg overflow_1;
    reg not_move_1;
    reg have_singal;
    always @ (*) begin
        if (aluc == 6'b000000) begin
            r_1 = a+b;
            not_move_1 = 1'b0;
            overflow_1 = 1'b0;
            have_singal = 1'b0;
        end
        else if (aluc == 6'b000010) begin
            r_1 <= $signed(a)+$signed(b);
            not_move_1 <= 1'b0;
            if ( (a[31]&b[31]&~r_1[31]) | (~a[31]&~b[31]&r_1[31]) ) begin
                overflow_1 <= 1'b1;
                r_1 <= 32'h0;
            end
            have_singal <= 1'b1;
        end
        else if (aluc == 6'b000001) begin
            r_1 = a-b;
            not_move_1 = 1'b0;
            overflow_1 = 1'b0;
            have_singal = 1'b0;
        end
        else if (aluc == 6'b000111) begin
            r_1 <= $signed(a) - $signed(b);
            not_move_1 <= 1'b0;
            if ( (a[31]&b[31]&~r_1[31]) | (~a[31]&~b[31]&r_1[31]) ) begin
                overflow_1 <= 1'b1;
                r_1 <= 32'h0;
            end
            have_singal <= 1'b1;
        end
        else if (aluc == 6'b000100) begin
            r_1 = a|b;
            not_move_1 = 1'b0;
            overflow_1 = 1'b0;
            have_singal = 1'b0;
        end
        else if (aluc == 6'b000110) begin
            r_1 = a^b;
            not_move_1 = 1'b0;
            overflow_1 = 1'b0;
            have_singal = 1'b0;
        end
        else if (aluc == 6'b000011) begin
            r_1 = a&b;
            not_move_1 = 1'b0;
            overflow_1 = 1'b0;
            have_singal = 1'b0;
        end
        else if (aluc == 6'b000101) begin
            r_1 = ~(a|b); 
            not_move_1 = 1'b0;
            overflow_1 = 1'b0;
            have_singal = 1'b0;
        end
        else if (aluc == 6'b001000) begin
            r_1 = b<<shamt[4:0];
            not_move_1 = 1'b0;
            overflow_1 = 1'b0;
            have_singal = 1'b0;
        end
        else if (aluc == 6'b001001) begin
            r_1 = b>>shamt[4:0];
            not_move_1 = 1'b0;
            overflow_1 = 1'b0;
            have_singal = 1'b0;
        end
        else if (aluc == 6'b001010) begin
            r_1 = ($signed(b)) >>> shamt[4:0];
            not_move_1 = 1'b0;
            overflow_1 = 1'b0;
            have_singal = 1'b0;
        end
        else if (aluc == 6'b001011) begin
            r_1 = b << a[4:0];
            not_move_1 = 1'b0;
            overflow_1 = 1'b0;
            have_singal = 1'b0;
        end
        else if (aluc == 6'b001101) begin
            r_1 = b >> a[4:0];
            not_move_1 = 1'b0;
            overflow_1 = 1'b0;
            have_singal = 1'b0;
        end
        else if (aluc == 6'b001111) begin
            r_1 = ($signed(b)) >> a[4:0];
            not_move_1 = 1'b0;
            overflow_1 = 1'b0;
            have_singal = 1'b0;
        end
        else if (aluc == 6'b001110) begin
            if(b == 32'b00000000) begin
                not_move_1 = 1'b0;
                overflow_1 = 1'b0;
                r_1 = a;
            end
            else begin
                not_move_1 = 1'b1;
                overflow_1 = 1'b0;
                r_1 = 32'h7;
            end
            have_singal = 1'b0;
        end
        else if (aluc == 6'b001100) begin
            if(b == 32'b00000000) begin
                not_move_1 = 1'b1;
                overflow_1 = 1'b0;
            end
            else begin
                not_move_1 = 1'b0;
                overflow_1 = 1'b0;
                r_1 = a;
            end
            have_singal = 1'b0;
        end
        else if (aluc == 6'b010000) begin
            r_1 = current_pc + 32'd8;
            not_move_1 = 1'b0;
            overflow_1 = 1'b0;
            have_singal = 1'b0;
        end
        else begin
            not_move_1 = 1'b0;
            r_1 = 32'h0;
            overflow_1 = 1'b0;
            have_singal = 1'b0;
        end
    end
    assign r = r_1;
    assign overflow = overflow_1;
    assign not_move = not_move_1;
    assign zero = r ? 1'b0:1'b1;
    assign signal = (((have_singal)&r[31]==1'b0)| (~have_singal&$unsigned(r)>0)) ? 1'b0:1'b1;   
endmodule
--- design/flow/run.sh ---
#!/bin/bash
# OpenROAD 26Q1-2900-gdf79404cd8, Yosys 0.63+post, stock flow scripts
make -C /OpenROAD-flow-scripts/flow DESIGN_CONFIG=/design/flow/config.mk WORK_HOME=/design/flow/orfs finish
--- design/flow/config.mk ---
export PLATFORM = sky130hd
export DESIGN_NAME = alu
export DESIGN_NICKNAME = alu
export VERILOG_FILES = /design/flow/design.v
export SDC_FILE = /design/flow/constraint.sdc
export NUM_CORES = 4
export LEC_CHECK = 1
export CORE_UTILIZATION = 30
--- design/flow/constraint.sdc ---
current_design alu

set clk_period 6.0
set clk_io_pct 0.2

create_clock -name clk0 -period $clk_period

set non_clock_inputs [all_inputs -no_clocks]
set_input_delay [expr $clk_period * $clk_io_pct] -clock clk0 $non_clock_inputs
set_output_delay [expr $clk_period * $clk_io_pct] -clock clk0 [all_outputs]
==> impl_table.tex <==
% Table of physical implementation metrics
\begin{tabular}{lr}
\hline
Metric & Value \\
\hline
\multicolumn{2}{l}{\textbf{Outcome}} \\
Result of the run & finished, final reports clean \\
\multicolumn{2}{l}{\textbf{Min path}} \\
Hold crit path type & input pin to output port \\
\multicolumn{2}{l}{\textbf{CTS}} \\
Count of buffers added by post-CTS timing repair for setup & 0 \\
Number of gates resized after CTS & 0 \\
Number of hold buffers added after cts & 0 \\
\multicolumn{2}{l}{\textbf{Flow run}} \\
Total tool warning count & 95 \\
Max Cap Viol & 0 \\
\multicolumn{2}{l}{\textbf{Worst setup path}} \\
Type of the setup path with the least slack & input pin to output port \\
Crit-path max FO & 12 \\
Req. time, crit path & 4.80 ns \\
Kind of launch point of the worst setup path & input pin \\
Critical path endpoint category & output port \\
Arrival time worst endpoint & 4.00 ns \\
\multicolumn{2}{l}{\textbf{STA}} \\
Final count of pins violating max slew & 0 \\
Share of the cycle needed by the critical path after routing & 86.60\% \\
Upper clock frequency limit & 192.5 MHz \\
Setup repair after global routing missed its margin & no \\
Final tally of setup violations & 0 \\
Count of endpoints failing hold in the final timing report & 0 \\
Endpoints left unconstrained & 67 \\
Final total negative setup slack & 0 ns \\
Slew at the pin closest to its max-slew limit & 1.031 ns \\
Shortest clock period the worst path allows after layout & 5.196 ns \\
Max-Slew Margin vs Limit & 30.93\% \\
Number of register pins that no clock reaches & 33 \\
\multicolumn{2}{l}{\textbf{Synthesis}} \\
Number of cells in the yosys synthesis report & 1,933 \\
Total standard cell area after synthesis & 13,220 um\^{}2 \\
Tally of yosys warning messages & 4 \\
Top FF cell, synth & sky130\_fd\_sc\_hd\_\_dlxtn\_1 \\
Cell taking the most area after synthesis & sky130\_fd\_sc\_hd\_\_ha\_1 \\
Post-synthesis register bit count & 33 \\
Count of different cell masters after synthesis & 88 \\
Async set or reset register ratio after synthesis & 0\% \\
Yosys stat area & 13,220 um\^{}2 \\
Ranking of synthesized cells by area & sky130\_fd\_sc\_hd\_\_ha\_1 9.1\%, sky130\_fd\_sc\_hd\_\_mux4\_2 9.0\%, sky130\_fd\_sc\_hd\_\_mux2i\_1 7.6\% \\
Max-area cell share & 9.083\% \\
Number of standard cells after synthesis & 1,933 \\
Number of synthesized flops with an enable pin & 0 \\
Average footprint of a synthesized cell & 6.841 um\^{}2 \\
\multicolumn{2}{l}{\textbf{Floorplanning}} \\
Die area & 44,920 um\^{}2 \\
Core ar. & 43,270 um\^{}2 \\
Initial cell density of the core & 30.56\% \\
Number of top-level design ports & 143 \\
Number of cell rows & 76 \\
Horiz. Die Dim & 212.0 um \\
Die Y-Extent & 212.0 um \\
\multicolumn{2}{l}{\textbf{Route}} \\
DRT Pass-1 Iters & 9 \\
Vias per cell & 6.701 \\
Average wire per cell in the routed design & 35.20 um \\
First-iteration detailed-routing DRC count & 2,286 \\
Remaining design rule violation count & 0 \\
Routed Antenna Nets & 0 \\
Total wire length & 89,970 um \\
Via count & 17,130 \\
\multicolumn{2}{l}{\textbf{Layout}} \\
Count of fill cells added during filler insertion & 4,708 \\
Fin util & 35.14\% \\
Area of all placed cells without fillers & 15,200 um\^{}2 \\
Signed area change from the synthesized netlist to the final layout & 14.98\% \\
Fraction of layout instances using a drive strength above 1 & 9.345\% \\
Flip-flop and latch area & 495.5 um\^{}2 \\
Layout Cells excl Fill & 2,556 \\
Combinational gate area & 11,660 um\^{}2 \\
\multicolumn{2}{l}{\textbf{Power and ir drop}} \\
Worst VDD drop & 0.03978 mV \\
Net switching power & 0.0009334 W \\
Overall Power & 0.001401 W \\
Total internal power & 0.0004673 W \\
Cell area power density & 92.12 nW/um\^{}2 \\
Net Sw Frac & 66.64\% \\
Leak pwr & 6.103 nW \\
\multicolumn{2}{l}{\textbf{Global route}} \\
Overall overflow remaining after global route & 0 \\
Wire length of the first global-routing pass & 124,100 um \\
Global router's overall resource usage & 40.25\% \\
Vias in the first global route & 15,820 \\
Initial antenna violation count & 6 \\
Maximum number of pins on one net before global-route repair & 46 \\
\multicolumn{2}{l}{\textbf{Placement}} \\
Placed cell count & 2,554 \\
Weighted congestion at the end of routability-driven global placement & 1.052 \\
Sum of net half-perimeters after detailed placement & 72,810 um \\
Area after DPL & 15,200 um\^{}2 \\
IO buf count & 143 \\
\hline
\end{tabular}
worst max-delay path, cell delays in order:
cell	delay, ns
sky130_fd_sc_hd__clkdlybuf4s50_1	0.73
sky130_fd_sc_hd__nor4_1	0.58
sky130_fd_sc_hd__nand4_1	0.29
sky130_fd_sc_hd__nor2_1	0.18
sky130_fd_sc_hd__buf_4	0.17
sky130_fd_sc_hd__xnor2_1	0.08
sky130_fd_sc_hd__nor3_1	0.24
sky130_fd_sc_hd__clkdlybuf4s50_1	0.53
synth_stat cells, types with 39 or more instances:
cell type / count
sky130_fd_sc_hd__a21oi_1: 147
sky130_fd_sc_hd__o211ai_1: 39
sky130_fd_sc_hd__nand2_1: 210
sky130_fd_sc_hd__clkbuf_1: 129
sky130_fd_sc_hd__nand3_1: 52
sky130_fd_sc_hd__o21ai_0: 143
sky130_fd_sc_hd__nor3_1: 57
sky130_fd_sc_hd__nor2_1: 158
sky130_fd_sc_hd__ha_1: 96
sky130_fd_sc_hd__inv_1: 94
sky130_fd_sc_hd__a211oi_1: 61
sky130_fd_sc_hd__mux2i_1: 100
sky130_fd_sc_hd__mux4_2: 53
metal layers:
| layer | share of wire (%) | vias to the layer above | global-route usage, % | wire length, um |
|---|---|---|---|---|
| met5 | 0.058 | - | 0 | 52 |
| met3 | 11 | 174 | 11.58 | 9989 |
| met1 | 43 | 8409 | 57.22 | 38450 |
| met4 | 4.2 | 8 | 13.99 | 3746 |
| li1 | - | 7375 | - | - |
| met2 | 42 | 1162 | 58.12 | 37730 |
power groups by stage:
stage    Clock, W  Sequential, W  Combinational (W)
4_1_cts         0     0.00000686            0.00134
5_1_grt         0     0.00000687            0.00144
area by class of cell:
| class | count | area share [%] |
|---|---|---|
| inverters | 96 | 2.370 |
| well taps | 585 | 4.814 |
| diodes | 2 | 0.03292 |
| multi-input cells | 1625 | 76.69 |
| repair buffers | 215 | 12.84 |
| flip-flops and latches | 33 | 3.259 |
cell usage in the layout (no fill, tap or decap), types with 31 or more instances in the layout:
master | netlist | routed
sky130_fd_sc_hd__a221oi_1 | 31 | 31
sky130_fd_sc_hd__nand2_1 | 210 | 210
sky130_fd_sc_hd__nor2_1 | 158 | 158
sky130_fd_sc_hd__a21oi_1 | 147 | 146
sky130_fd_sc_hd__inv_1 | 94 | 94
sky130_fd_sc_hd__a211oi_1 | 61 | 61
sky130_fd_sc_hd__o21ai_0 | 143 | 143
sky130_fd_sc_hd__nor3_1 | 57 | 57
sky130_fd_sc_hd__clkdlybuf4s50_1 | 0 | 139
sky130_fd_sc_hd__dlxtn_1 | 33 | 33
sky130_fd_sc_hd__o211ai_1 | 39 | 39
sky130_fd_sc_hd__ha_1 | 96 | 96
sky130_fd_sc_hd__mux4_2 | 53 | 53
sky130_fd_sc_hd__buf_4 | 4 | 72
sky130_fd_sc_hd__nand3_1 | 52 | 52
sky130_fd_sc_hd__mux2i_1 | 100 | 100
registers in the layout, indices dropped and copies added, names as in the netlist:
signal / count
overflow_1: 1
r_1: 32
logic make-up after synthesis:
group	count (synthesis)	share of synthesized area [%]
mux	173	18.30
fa+ha+maj	98	9.386
simple gates	630	22.39
compound gates	680	34.91
buf+inv	275	8.355
latches	33	3.747
xor+xnor	44	2.914
worst paths after layout:
path / startpoint / to / slack (ns) / depth (start not counted)
setup / recovery: b[27] / not_move / 0.80 / 8
hold / removal: aluc[1] / not_move / 3.46 / 5
stage by stage:
step,hold WS [ns],setup slack [ns]
2_1_floorplan,2.629,2.226
3_3_place_gp,3.403,0.7959
3_5_place_dp,3.445,0.8529
4_1_cts,3.445,0.8601
5_1_grt,3.500,0.7910
6_report,3.463,0.8038
Power and IR drop assume default switching activity.
